--- flow/config.mk ---
export PLATFORM = sky130hd
export DESIGN_NAME = x64_bc
export DESIGN_NICKNAME = x64_bc
export VERILOG_FILES = /design/flow/design.v
export SDC_FILE = /design/flow/constraint.sdc
export NUM_CORES = 4
export LEC_CHECK = 1
export CORE_UTILIZATION = 30
--- flow/constraint.sdc ---
current_design x64_bc

set clk_period 1.6
set clk_io_pct 0.2

create_clock -name clk0 -period $clk_period [get_ports {clk}]

set non_clock_inputs [all_inputs -no_clocks]
set_input_delay [expr $clk_period * $clk_io_pct] -clock clk0 $non_clock_inputs
set_output_delay [expr $clk_period * $clk_io_pct] -clock clk0 [all_outputs]
--- flow/design.v ---
`timescale 1ns / 1ps
module x64_bc(
    input clk,
    input rst,
    input in_enable,
    input [3:0] cnt,
    input [63:0] data_i_a,
    input [63:0] data_i_b,
    output reg [7:0] data_o,
    output reg done
    );
    reg [127:0] temp;
always@(posedge clk or negedge rst)
begin
if(!rst)
begin
    done<=0;
    temp<=0;
end
else
begin
if(cnt==14)
begin
    data_o<=temp[127:120];
    temp <= {data_i_b,data_i_a};
end
else
    begin
        data_o<=temp[127:120];
        temp<= {temp[119:0],8'b0};
        done<=0;
    end
end
end
endmodule
--- flow/run.sh ---
#!/bin/bash
# OpenROAD 26Q1-2900-gdf79404cd8, Yosys 0.63+post, stock flow scripts
make -C /OpenROAD-flow-scripts/flow DESIGN_CONFIG=/design/flow/config.mk WORK_HOME=/design/flow/orfs finish
==> run summary <==
outcome = finished clean
cycle use final = 0.956
Setup crit end kind = output pin
clock tree buffer depth = 2
chip width = 132 µm
DP Wirelength = 6260 µm
setup ws final = 0.0706 ns
aoi share = 0
final setup vio count = 0
H-tree Lvls = 4
main logic family after synthesis = multiplexers
tool warnings = 26
CP Buf/Inv Count = 1
PostCTS Resize Cnt = 0
global-route wire length before repair = 15700 µm
Core Region = 0.0165 mm²
met3 global-route usage = 0.0589
number of inserted diodes = 0
worst r2r src = temp[42]$_DFF_PN0_
post-synthesis register bit count = 136
GR Util met2 = 0.170
area leader, netlist = dfrtp_1
RePlAce Congestion = 0.791
sequential fraction of the synthesis area = 0.680
Clock Power Share = 0.444
Post-synth area hogs = dfrtp_1 63%, mux2_2 22%, mux2_4 5.9%, edfxtp_1 4.7%, buf_4 1.5%
final worst path period need = 1.53 ns
fin cells = 672
Clock Skews = 0.00580 ns
global routing usage on met1 = 0.171
Worst Tran Pin Value = 0.807 ns
Fillers = 1413
Final TNS setup = 0 ns
Slew headroom = 0.460
initial antenna violation count = 0
Syn. warnings = 1
EDFF count, synth = 8
Crit Path Category = register to output pin
Avg Inst Size Synth = 18.0 µm²
Synth Area in Simple Gates = 0.0119
cts bufs inserted = 17
Die H = 132 µm
area grow syn2layout = 46.5%
Post-DRT Antenna Nets = 0
CP Max Fanout = 1
Seq pwr share = 0.454
layout cells sized above 1 = 0.361
cells after synthesis = 281
Comb power frac = 0.101
GRT overflow = 0
via count = 2784
P_sw = 1710 µW
GRT Overall Usage = 0.119
wire per inst = 13.9 µm
Most common reg cell = dfrtp_1
Syn Std Cell Area = 0.00506 mm²
CP required = 1.28 ns
final slew viol count = 0
Die ar. = 0.0174 mm²
DRC violations left = 0
top cells by count = 128 x dfrtp_1, 100 x mux2_2, 20 x mux2_4
CP max stage cell = clkdlybuf4s50_1
Latency at later pin = 0.41 ns
Pre-antenna DRT Iters = 3
Post-Place Cells = 638
Leak Pwr = 0.00333 µW
RSZ-0062 raised after global routing = no
Yosys chip area = 0.00506 mm²
crit-path cells = clkdlybuf4s50_1
Pre-Place Util = 0.307
Final Hold Fails = 0
fraction of registers with async set/reset = 0.941
most frequent cell after synthesis = dfrtp_1
Root Driver = clkbuf_16
delay-heaviest family, CP = buffers and inverters
Adder Share, Synth = 0
FP Rows = 47
Routed Wire Length = 9310 µm
largest net degree at the start of global routing = 63
Unique cell types = 11
CTS tree = built
ys cells = 281
clock transition at the registers of the reported paths = 0.05 ns
worst vdd ir = 722 µV
Switching Share = 0.199
fmax = 654 MHz
startpoint types = register
HP Class = input pin to async pin
pre-CTS setup slack = -0.292 ns
CP arrival = 1.21 ns
mux frac, synth = 0.282
setup slack, reg-to-reg = 0.82 ns
DR vias/cell = 4.14
vias in the first global route = 3034
P per Cell Area = 1160 mW/mm²
Worst R2R Path Depth = 1
max-cap violation count = 0
Core Util, Final = 0.449
max incr delay on CP = 0.48 ns
Reg2Reg Capture Point = temp[50]$_DFF_PN0_
gr busiest metal = met1
Num Clock Sinks = 136
internal power = 6890 µW
Fin Hold WS = 0.00387 ns
XORs/XNORs by Area = 0
Port Buf Inserts = 141
initial DRC count = 60
Ports = 144
Synth top area share = 0.632
cell usage in the layout, fill, tap and decap left out:
cell / count
and4b_4: 1
dlygate4sd3_1: 2
clkinv_4: 2
dfrtp_1: 128
clkbuf_1: 2
inv_6: 1
buf_4: 3
clkbuf_8: 3
mux2_2: 100
clkinv_2: 2
mux2_4: 20
and2_1: 8
buf_6: 1
clkbuf_16: 17
buf_12: 8
conb_1: 1
clkdlybuf4s50_1: 140
edfxtp_1: 8
clkinvlp_4: 3
bufinv_16: 2
power by group through the flow:
stage                 clock network, µW  registers [µW]  logic, µW
after global routing               4100            3940        952
final                              3820            3910        872
after CTS                          3940            3920        891
kinds of logic after synthesis:
| logic type | Yosys count |
|---|---|
| flops | 136 |
| mux | 120 |
| buf+inv | 15 |
| simple gates | 9 |
| other cells | 1 |
worst max path at each step:
stage,start,to,slack (ns),cells past startpoint
after CTS,data_o[6]$_DFFE_PP_,data_o[6],0.05,1
after global routing,data_o[6]$_DFFE_PP_,data_o[6],0.02,1
final,data_o[6]$_DFFE_PP_,data_o[6],0.07,1
repair_timing:
action / 4_1_cts / 5_1_grt
hold endpoints to repair: 18 / 0
hold buffers: 2 / 0
setup buffers: 0 / 0
sequential cells by signal, indices dropped and copies added (netlist names):
name	cells
temp	128
data_o	8
layout make-up:
class / instances / area (µm²) / area share
Clock inverter: 10 / 119 / 0.0160
Sequential cell: 136 / 3440 / 0.464
Tap cell: 220 / 275 / 0.0371
Clock buffer: 22 / 474 / 0.0639
Timing Repair Buffer: 154 / 1620 / 0.218
Multi-Input combinational cell: 130 / 1490 / 0.201
per-layer routing:
layer | routed length [µm] | up-vias
met4 | 125 | 0
met1 | 3950 | 1363
li1 | - | 1297
met3 | 1150 | 8
met5 | 0 | -
met2 | 4090 | 116
through the flow:
step / power [µW] / instance area (µm²)
3_3_place_gp: 4830 / 6810
3_5_place_dp: 4850 / 6810
6_report: 8600 / 7420
2_1_floorplan: 4330 / 5060
5_1_grt: 9000 / 7420
4_1_cts: 8750 / 7420
Power figures rest on the tool's default switching activity, not on a simulated workload.
