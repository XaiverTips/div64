[./run.sh]
#!/bin/bash
# OpenROAD 26Q1-2900-gdf79404cd8, Yosys 0.63+post, stock flow scripts
make -C /OpenROAD-flow-scripts/flow DESIGN_CONFIG=/design/flow/config.mk WORK_HOME=/design/flow/orfs finish
[./config.mk]
export PLATFORM = sky130hd
export DESIGN_NAME = x64_cbn
export DESIGN_NICKNAME = x64_cbn
export VERILOG_FILES = /design/flow/design.v
export SDC_FILE = /design/flow/constraint.sdc
export NUM_CORES = 4
export LEC_CHECK = 1
export CORE_UTILIZATION = 50
[./constraint.sdc]
current_design x64_cbn

set clk_period 8.3
set clk_io_pct 0.2

create_clock -name clk0 -period $clk_period [get_ports {clk}]

set non_clock_inputs [all_inputs -no_clocks]
set_input_delay [expr $clk_period * $clk_io_pct] -clock clk0 $non_clock_inputs
set_output_delay [expr $clk_period * $clk_io_pct] -clock clk0 [all_outputs]
[./design.v]
`timescale 1ns / 1ps
module x64_cbn(
    input clk,
    input rst,
    input [7:0] data_i,
    output reg [63:0] data_o_a,
    output reg [63:0] data_o_b,
    output reg output_en,
    output reg output_en1,
    output reg [3:0] cnt
    );
reg [3:0] cnt;
reg [127:0] data_o_temp;
always@(posedge clk or negedge rst)
begin
if(!rst)
begin
    cnt=0;
    output_en<=0;
    data_o_temp<=0;
end
else
    begin
    if(cnt == 0)
    begin
        cnt <= cnt + 1;
        output_en<=1;
        data_o_a<=data_o_temp[63:0];
        data_o_b<=data_o_temp[127:64];
        data_o_temp[127:8]<= data_o_temp[119:0];
        data_o_temp[7:0]<= data_i;
    end
else
    begin
        output_en<=0;        
        cnt <= cnt + 1;
        data_o_temp[127:8]<= data_o_temp[119:0];
        data_o_temp[7:0]<= data_i;
    end
end
end
always@(posedge clk)
begin
    output_en1<=output_en;
end
endmodule
==> results.cfg <==
; physical design summary
[final_timing]
relSlewSlack_pct = 48.1
holdWs_ns = 0.364
setup_tns_ns = 0
finalSetupViolations = 0
skew_ns = 0.00645
hold_viol = 0
slew_violations = 0
fmax_ghz = 0.322
worst_slew_pin_slew_ns = 0.778
finalWorstSetupSlack_ns = 5.19
period_used_pct = 37.4
fin_crit_ns = 3.11
rsz0062_at_grt = false

[power]
combinationalPowerShare_pct = 1.2
switching_share_pct = 19.0
p_per_area_nw_per_um2 = 253
vdd_drop_max_v = 0.000159
p_int_mw = 1.99
p_leak_nw = 3.81
pwr-share-clk_pct = 41.0
seqPwrFrac_pct = 57.8
switchingPower_uw = 467

[logic_synthesis]
ys_seq_share_pct = 99.0
yosys_warnings = 1
yosysTopAreaCell = edfxtp_1
synthCells = 271
synthTopCellsByArea = edfxtp_1 (53%), dfrtp_1 (46%), ha_1 (0.34%)
ys.flops = 262
synth_area_per_cell_sq_um = 26.8
yosysUniqueCellTypes = 10
syn_area_sq_um = 7270
ys_area_sq_um = 7270
ys_cells = 271
yosysTopAreaCellShare_pct = 52.9

[cts]
postCtsSetupBuffers = 0
cts_tree = built
numCtsBuffers = 25
cts.repair.resized = 0
htreeDepth = 1
cts_hold_buffers = 0
clk_latency_ns = 0.49
cts_root_buf = clkbuf_16
cts_buffer_depth = 3
cts_sinks = 262
path_clk_slew_ns = 0.06

[place]
dpl.hpwl_microns = 5980
io_buffers = 143
pre_cts_slack_ns = 4.65
gp_congestion = 0.710

[grt]
grt_max_degree = 62
grt_util_all_layers_pct = 15.7
overflow = 0
met3_usage_pct = 5.79
gr-usage-met2_pct = 21.7
grt_first_pass_wirelength_microns = 16100
first_global_vias = 3149
grtUsageMet1_pct = 28.4
top_usage_layer = met1
antenna_found_initial = 0

[layout]
postLayoutCoreUtil_pct = 69.1
area_growth_pct = 33.5
final_cell_mix = clkdlybuf4s50_1 (142), dfrtp_1 (133), edfxtp_1 (128), clkbuf_16 (25), clkinv_2 (7)
drive_gt1_share_pct = 9.29
lay_top_count = clkdlybuf4s50_1

[route]
drt-total-wl_microns = 10100
avgViaCountPerCell = 4.63
ant_nets = 0
diodes = 0
route.detailed.drc = 0
drtIter0Drc = 191
wl_per_cell_microns = 15.8
firstDrtPassIters = 5
routed-via-count = 2980

[job]
cap_violations = 0
warning_count = 27

[die]
die_h_microns = 123
die_w_microns = 123
boundaryPins = 144
row_count = 43
die-area_sq_um = 15000
initCoreUtil_pct = 51.7
core_area_sq_um = 14000

[setup_path]
critical_path_class = in -> reg
endpoint_kind = flop
cp.required_ns = 8.42
crit_arrival_ns = 3.22
critPathMaxFanout = 58
critPathLaunchType = input port

[min_path]
min-delay-path-class = reg -> reg

[run_status]
outcome = complete, no violations
[state kept, by name, indices dropped and copies added, names as in the netlist]
register and flops:
output_en1 1, cnt 4, output_en 1, data_o_a 64
data_o_b 64, data_o_temp 128
[critical path, stage by stage]
cell and delay, ns:
buf_6 0.29, and2_4 0.50, buf_4 0.68
[cell usage after synthesis, drive strengths merged]
| cell type | count |
|---|---|
| inv | 2 |
| xor2 | 1 |
| dfxtp | 1 |
| nand3 | 1 |
| nor3b | 1 |
| xnor2 | 1 |
| dfrtp | 133 |
| ha | 2 |
| and2 | 1 |
| edfxtp | 128 |
[area by class of cell]
| type | instances | area, sq um |
|---|---|---|
| Multi-Input combinational cell | 7 | 68.8 |
| Clock buffer | 32 | 682 |
| Tap cell | 180 | 225 |
| Fill cell | 854 | 4340 |
| Clock inverter | 13 | 61.3 |
| Inverter | 2 | 7.51 |
| Timing Repair Buffer | 147 | 1460 |
| Sequential cell | 262 | 7190 |
[power by group through the flow]
stage         clock (mW)  combinational [mW]  sequential, mW
CTS                 1.03              0.0319            1.42
global route        1.09              0.0348            1.42
finish              1.01              0.0297            1.42
[logic make-up after synthesis]
logic type / count (synthesis) / synth area share [%]
xor gates and xnor gates: 2 / 0.241
DFF: 262 / 99.0
and+or+nand+nor: 3 / 0.327
adders and majority gates: 2 / 0.344
buffers and inverters: 2 / 0.103
[final timing paths]
path / slack [ns] / endpoint / startpoint / cells past startpoint
max reg2reg: 5.79 / data_o_a[57]$_DFFE_PP_ / cnt[0]$_DFF_PN0_ / 5
min reg2reg: 0.36 / data_o_temp[42]$_DFF_PN0_ / data_o_temp[34]$_DFF_PN0_ / 0
max: 5.19 / data_o_a[57]$_DFFE_PP_ / rst / 3
max in group asynchronous: 5.71 / data_o_temp[17]$_DFF_PN0_ / rst / 3
min in group asynchronous: 1.06 / data_o_temp[12]$_DFF_PN0_ / rst / 1
min: 0.36 / data_o_temp[42]$_DFF_PN0_ / data_o_temp[34]$_DFF_PN0_ / 0
[stage by stage]
stage          total power, mW  instance area, sq um  instances
2_1_floorplan             1.45                  7270        271
3_3_place_gp              1.47                  8960        598
3_5_place_dp              1.48                  8960        598
4_1_cts                   2.48                  9700        643
5_1_grt                   2.54                  9700        643
6_report                  2.45                  9700        643
[metal layers]
| layer | up-vias | wire length [microns] |
|---|---|---|
| li1 | 1334 | - |
| met1 | 1502 | 4260 |
| met2 | 124 | 4640 |
| met3 | 20 | 1020 |
| met4 | 0 | 228 |
| met5 | - | 0 |
Power is estimated from default activity; no workload was simulated.
